$ cat config.mk
export PLATFORM = sky130hd
export DESIGN_NAME = contador_hexa
export DESIGN_NICKNAME = contador_hexa
export VERILOG_FILES = /design/flow/design.v
export SDC_FILE = /design/flow/constraint.sdc
export NUM_CORES = 4
export LEC_CHECK = 1
export CORE_AREA = 10 10 70 70
export DIE_AREA = 0 0 80 80
$ cat design.v
`timescale 1ns / 1ps
module contador_hexa(
	input clock,rst,
	output reg [3:0] datobcd
	);
always @(negedge clock)
	begin
		if(rst==1)
			datobcd=0;
		else
			begin
				if(datobcd<16)
					datobcd=datobcd+1;
				else
					datobcd=0;
			end
	end
endmodule
$ cat constraint.sdc
current_design contador_hexa

set clk_period 1.5
set clk_io_pct 0.2

create_clock -name clk0 -period $clk_period [get_ports {clock}]

set non_clock_inputs [all_inputs -no_clocks]
set_input_delay [expr $clk_period * $clk_io_pct] -clock clk0 $non_clock_inputs
set_output_delay [expr $clk_period * $clk_io_pct] -clock clk0 [all_outputs]
$ cat run.sh
#!/bin/bash
# OpenROAD 26Q1-2900-gdf79404cd8, Yosys 0.63+post, stock flow scripts
make -C /OpenROAD-flow-scripts/flow DESIGN_CONFIG=/design/flow/config.mk WORK_HOME=/design/flow/orfs finish
==> out/metrics.csv <==
metric;value;unit
Die Width;80;µm
measured slew at the worst slew-check pin;0.122;ns
number of clock buffers inserted by TritonCTS;3;
cell total after placement;70;
largest cells by area after synthesis;dfxtp_1, mux2_4, ha_1;
r2r setup slk;0.47;ns
reg-to-reg endpoint;datobcd[3];
type of element capturing the critical path;output pin;
ports placed on the boundary;6;
core occupancy in the finished layout;0.0941;
maximum vdd drop;0.195;mV
power density of the placed cells;1030;nW/µm²
synthesized instance count;14;
Critical path origin;datobcd[2];
Clock Pin Slew Worst Setup and Hold Paths;0.03;ns
area of the mapped netlist;149;µm²
global router's overall resource usage;0.0144;
worst min path class;reg -> reg;
arrival time of data at the critical path endpoint;1.46;ns
Synth cell types;8;
Die Area;6400;µm²
via count of the first global-routing pass;146;
row cnt;21;
chip area in the Yosys report;149;µm²
Sequential cell area;85.1;µm²
post-route worst setup slack;-0.262;ns
largest fanout of any net on the critical path;2;
part of the Yosys area used for sequential elements;0.538;
layout cell share with drive strength beyond 1;0.581;
setup TNS after final layout;-1.02;ns
total of fill cells in the finished design;406;
slowest stage cell on the critical path;dfxtp_2;
number of synthesis warnings;1;
Clock Sink Count;4;
HP Start;datobcd[0];
longest individual stage delay on the worst path;0.31;ns
buffer type at the clock tree root;clkbuf_4;
area share of fa/ha/maj cells after synthesis;0.0840;
Crit Reg-Reg Startpoint;datobcd[3];
Post-Syn Area per Cell;10.6;µm²
number of detailed-routing iterations run before antenna repair;1;
highest-count logic cell in the final layout;buf_4;
complex-gate fraction of the synthesized area;0;
standby leakage power;0.156;nW
multi-input logic area;65.1;µm²
Core Area;3420;µm²
flip-flop count of the largest register after layout;4;
Worst setup SP type;flop;
number of buffers added on ports;5;
relative slew slack;0.918;
hold-fix buffer count after cts;0;
largest net degree at the start of global routing;4;
remaining global-route overflow;0;
Synth flops;4;
prevailing logic family in the synthesized netlist;simple AND/OR/NAND/NOR gates;
Worst path depth;1;
Non-Filler Cell Area, Final;322;µm²
number of cells on the worst reg-to-reg path;4;
list of cells traversed by the critical path;buf_2;
Max Slew Vio Count;0;
number of antenna violations at the first check in global routing;1;
setup repair after global routing missed its margin;yes;
placer's final routability congestion estimate;0.734;
number of standard cells reported by yosys;14;
effective utilization at floorplan;0.0436;
TritonCTS clock tree;built;
most used cells in the layout excluding fill and tap cells;buf_4, inv_1, dfxtp_2, buf_2;
signed area change from the synthesized netlist to the final layout;116;%
y dimension of the die;80;µm
source-to-sink clock delay at the later pin of the worst-skew pair;0.30;ns
xor-xnor portion of the synthesized cell area;0.0588;
sum of routed wire length over all layers;445;µm
Critical Path End;datobcd[2];
share of cell area taken by muxes after synthesis;0.101;
CTS max path bufs;2;
per-cell via count in the routed design;2.14;
H-tree lvl count;1;
violation count after the first detailed-routing iteration;0;
cell family with the largest share of critical-path delay;flip-flops;
buffers plus inverters on the worst setup path;1;
simple-gate share of the synthesized area;0.193;
first-pass GRT wire length;621;µm
maximum clock skew at final layout;0.0122;ns
required time reported for the critical path endpoint;1.20;ns
Design Power;0.332;mW
number of vias in the routed layout;167;
tally of max-capacitance violations;0;
status;finished, violations left;
count of nets left with antenna violations after detail routing;0;
Log Warnings;31;
DR WL/cell;5.71;µm
failing checks;negative setup slack;
# setup viols final;4;
most area-hungry cell type in the Yosys netlist;dfxtp_1;
placed cell areas;294;µm²
area fraction of the dominant cell type after synthesis;0.538;
category of the critical setup timing path;reg -> out;
non-filler instance count after layout;78;
final-report hold violation count;0;
final routed DRC violation total;0;
==> per-layer routing <==
metal,vias to the layer above,track usage,share of wire
met4,0,0.00704,0.018
met2,12,0.00963,0.33
met3,2,0.0307,0.25
met1,73,0.0127,0.39
met5,-,0,0
li1,80,-,-
==> worst reg2reg max path: stages (launching register included) <==
cell and delay [ns]:
dfxtp_2 0.30, buf_4 0.12, buf_4 0.12, nor2b_1 0.12, mux2_4 0.25
==> where the power goes <==
group          internal (mW)  total (mW)  switching [mW]
combinational         0.0219      0.0338          0.0120
sequential             0.116       0.119         0.00297
clock                  0.105       0.179          0.0745
total                  0.242       0.332          0.0894
==> Yosys cell counts <==
cell type,instances
mux2_4,1
dfxtp_1,4
inv_1,1
ha_1,1
xnor2_1,1
nor2_1,3
nand3_1,1
nor2b_1,2
==> final cells by class <==
cell class              instances  area share
multi-input cells               9       0.202
clock buffers                   3      0.0700
flip-flops and latches          4       0.265
repair buffers                 11       0.230
clock inverters                 4      0.0467
diodes                          1     0.00778
well taps                      46       0.179
==> what timing repair did <==
action                                  in CTS  in global routing
buffers inserted                             0                  1
gates resized                               17                  0
cloned                                       0                  0
endpoints found under the setup margin       8                  4
==> worst min path at each step <==
stage	endpoint	depth (start not counted)
after CTS	datobcd[0]	2
after global routing	datobcd[0]	2
final	datobcd[0]	2
==> cell families (layout without fill, tap and decap cells) <==
logic type                 count (synthesis)  count (layout)
and+or+nand+nor                            6               6
other                                      0               1
adders and majority gates                  1               1
buffers and inverters                      1              18
DFF                                        4               4
xor gates and xnor gates                   1               1
muxes                                      1               1
==> metrics by stage <==
stage	setup WS (ns)	hold slack, ns
global placement	-0.475	0.518
floorplan	0.0589	0.402
global route	-0.299	0.500
CTS	-0.278	0.488
finish	-0.262	0.485
detailed placement	-0.489	0.504
Power figures rest on the tool's default switching activity, not on a simulated workload.
