File: flow/config.mk
export PLATFORM = sky130hd
export DESIGN_NAME = debouncer
export DESIGN_NICKNAME = debouncer
export VERILOG_FILES = /design/flow/design.v
export SDC_FILE = /design/flow/constraint.sdc
export NUM_CORES = 4
export LEC_CHECK = 1
export CORE_AREA = 10 10 70 70
export DIE_AREA = 0 0 80 80
File: flow/constraint.sdc
current_design debouncer

set clk_period 1.5
set clk_io_pct 0.2

create_clock -name clk0 -period $clk_period [get_ports {sen_in}]

set non_clock_inputs [all_inputs -no_clocks]
set_input_delay [expr $clk_period * $clk_io_pct] -clock clk0 $non_clock_inputs
set_output_delay [expr $clk_period * $clk_io_pct] -clock clk0 [all_outputs]
File: flow/design.v
`timescale 1ns / 1ps
module debouncer(
	input sen_in,
	output reg sen_out
    );
	reg [3:0] cont = 0;
	initial
		sen_out = 0;
	always @(posedge sen_in)
		if(cont<8)
			cont = cont + 1;
		else
			cont = 0;
	always @(*)
		if(cont == 8)
			sen_out = ~sen_out;
endmodule
File: flow/run.sh
#!/bin/bash
# OpenROAD 26Q1-2900-gdf79404cd8, Yosys 0.63+post, stock flow scripts
make -C /OpenROAD-flow-scripts/flow DESIGN_CONFIG=/design/flow/config.mk WORK_HOME=/design/flow/orfs finish
==> Slide: Implementation Results <==
Key Metrics from the Run

Layout
  • Final design utilization: 0.0762
  • Top cell excl fill/tap: dfxtp_1
  • Share of layout cells above drive strength 1: 0.136
  • Fillcell total: 412
  • Most instantiated logic cells after routing: dfxtp_1, inv_1, nor2_1, clkbuf_4
  • P&R area growth vs syn: 52.9%

Timing
  • Min Tclk post-route: around 930 ps
  • Hold Vio Cnt, Final: 0
  • Fin Setup TNS: 0 ps
  • Final Max Slew Viols: 0
  • Highest Clock Rate: 1080 MHz
  • Slew @ Worst Pin: 171 ps
  • Register pins left without a clock: 1
  • RSZ-0062 raised after global routing: false
  • Endpoints left unconstrained: 2
  • Final Skew: around 0.98 ps
  • Final Setup Violations: 0
  • Fin crit share: 0.620
  • Hold WS: 447 ps
  • Rel. slew slack: 0.885

Pwr
  • Leak Pwr: 0.0875 nW
  • Combinational share of power: 0
  • Sw Pwr: about 0.047 mW
  • Maximum vdd ir drop: slightly above 0.3 mV
  • Internal power: 0.197 mW
  • Overall power: 0.244 mW
  • Pwr Density: around 940 mW/mm^2
  • Seq pwr share: 0.439
  • Clock power share: 0.561
  • Sw Share: 0.193

Synth
  • Flops after synth: 5
  • Synthesis area per yosys: 170 um^2
  • Syn Inst Count: 18
  • Distinct lib cells: 9
  • Cell total in the yosys stat output: 18
  • Post-Syn Area per Cell: between 9 and 10 um^2
  • Mapped Area: 170 um^2
  • Synth Warn #: 2

Global route
  • Met3 GRT Util: 0.0159
  • First-pass GRT wire length: about 550 um
  • Largest net degree at the start of global routing: 6
  • Tot GR Track Use: 0.0121
  • Met2 usage: 0.0152
  • Most used routing layer in global routing: met3
  • M1 GR Usage: 0.0107
  • GRT overflow: 0
  • Initial antenna violation count: 0
  • Vias in the first global route: 133

Setup path
  • Reg-to-Reg Start: cont[0]$_SDFF_PP0_
  • Reg2Reg Setup Slack: roughly 570 ps
  • Critical path class: reg -> reg
  • CP arrival: 1050 ps
  • CP Capture Type: flip-flop
  • CP Max Fanout: 3
  • Critical Path Source: cont[0]$_SDFF_PP0_
  • Startpoint types: flip-flop
  • CP Data Required Time: 1620 ps

Floorplan
  • Die height: 80 um
  • Row cnt: 21
  • Die width: 80 um
  • Pre-Place Util: 0.0498
  • Die area: 0.00640 mm^2
  • Core region area: 0.00342 mm^2
  • I/O pin count: 2

Clock network
  • CTS clock-pin slew for the worst setup and hold paths: roughly 40 ps
  • Clk latency of the worst-skew pair: 240 ps
  • Setup Fix Bufs, Post-CTS: 0
  • CTS H-tree depth: 1
  • Clock root buffer master: clkbuf_4
  • TritonCTS clock tree: built
  • Clk buf depth: 2
  • Post-CTS resize count: 0
  • CTS Buf Count: 3
  • CTS Hold Bufs: 0

Status
  • Outcome: finished clean

Job
  • Tool warnings: 26
  • Max-cap violations: 0

Routing
  • Starting DRT DRC Count: 0
  • Detailed Routing Iterations Pass 1: 1
  • Final wirelength: 313 um
  • Drt via density: around 1.7
  • Diode count: 0
  • Via Count: 118
  • Post-DR wirelength/cell: 4.60 um
  • Final ANT Viol Nets: 0
  • DRC: 0

Placement
  • Final GP Congestion: 0.594
  • # port buffers: 1

Min path
  • Worst Min Path Start: cont[0]$_SDFF_PP0_
  • Hold crit path type: reg -> reg
-- cell usage after synthesis --
cell type / instances / area share
nand2_1: 2 / 0.044
ha_1: 2 / 0.15
dlxtp_1: 1 / 0.088
inv_1: 3 / 0.066
dfxtp_1: 4 / 0.47
nor2_1: 3 / 0.066
xnor2_1: 1 / 0.051
nor2b_1: 1 / 0.037
nor3_1: 1 / 0.029
-- layout make-up --
cell class                      count  area [um^2]  area share
Clock buffer                        3         22.5      0.0865
Inverter                            3         11.3      0.0433
Multi-Input combinational cell     10         63.8       0.245
Tap cell                           46         57.6       0.221
Timing Repair Buffer                1         10.0      0.0385
Sequential cell                     5         95.1       0.365
-- cell families (layout without fill, tap and decap cells) --
family	after synthesis	count (layout)	synth area share
XOR/XNOR	1	1	0.0515
latches	1	1	0.0882
flip-flops	4	4	0.471
AND/OR/NAND/NOR	7	7	0.176
buffers and inverters	3	7	0.0662
adder cells (fa/ha/maj)	2	2	0.147
-- routing by layer --
layer | share of wire | vias to the layer above | routed length (um)
li1 | - | 61 | -
met1 | 0.42 | 50 | 132
met2 | 0.38 | 5 | 119
met3 | 0.15 | 2 | 48
met4 | 0.035 | 0 | 11
met5 | 0 | - | 0
-- state kept, by name, indices dropped and copies added (netlist names) --
| register | cells |
|---|---|
| sen_out | 1 |
| cont | 4 |
-- worst max-delay path, cell delays in order, from the launching register on --
cell     delay (ps)
dfxtp_1         340
inv_1            60
ha_1            280
nor2b_1         130
-- stage by stage --
stage / cell area, um^2 / cells / setup slack, ps
floorplan: 170 / 18 / 621
global placement: 238 / 65 / 606
detailed placement: 238 / 65 / 574
CTS: 260 / 68 / 563
global route: 260 / 68 / 523
finish: 260 / 68 / 570
-- worst paths after layout --
kind                        endpoint  depth (start not counted)
setup / recovery  cont[1]$_SDFF_PP0_                          3
hold / removal    cont[0]$_SDFF_PP0_                          1
hold reg to reg   cont[0]$_SDFF_PP0_                          1
setup reg to reg  cont[1]$_SDFF_PP0_                          3
-- power by group through the flow --
stage,registers [mW],logic [mW],clock network (mW)
CTS,0.107,0.0000000343,0.143
global route,0.107,0.0000000343,0.163
finish,0.107,0.0000000343,0.137
Power figures rest on the tool's default switching activity, not on a simulated workload.
