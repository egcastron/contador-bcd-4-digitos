File: flow/config.mk
export PLATFORM = sky130hd
export DESIGN_NAME = principal
export DESIGN_NICKNAME = principal
export VERILOG_FILES = /design/flow/design.v
export SDC_FILE = /design/flow/constraint.sdc
export NUM_CORES = 4
export LEC_CHECK = 1
export CORE_UTILIZATION = 30
File: flow/constraint.sdc
current_design principal

set clk_period 3.9
set clk_io_pct 0.2

create_clock -name clk0 -period $clk_period [get_ports {clk50MHz}]

set non_clock_inputs [all_inputs -no_clocks]
set_input_delay [expr $clk_period * $clk_io_pct] -clock clk0 $non_clock_inputs
set_output_delay [expr $clk_period * $clk_io_pct] -clock clk0 [all_outputs]
File: flow/design.v
`timescale 1ns / 1ps
module contador_2_bits(
	input clk1kHz,
	output reg [1:0] count
	);
always @(posedge clk1kHz)
	begin
	if(count< 4)
		count=count+1;
	else
		count=0;
	end
endmodule
`timescale 1ns / 1ps
module contador_BCD_4Dig(
	input clock,rst,
	output reg [3:0] units,tens,hundreds,thousands
	);
always @(posedge clock)
	begin
		if(rst==1)
			begin
				units=0;
				tens=0;
				hundreds=0;
				thousands=0;
			end
		else
			begin
				if(units<9)
					units=units+1;	
				else
					begin
						units=0;
						if(tens<9)
							tens=tens+1;
						else
							begin
								tens=0;
								if(hundreds<9)
									hundreds=hundreds+1;
								else
									begin
										hundreds=0;
										if(thousands<9)
											thousands=thousands+1;
										else
											begin
												units=0;
												tens=0;
												hundreds=0;
												thousands=0;
											end
									end
							end
					end
			end
	end	
endmodule
`timescale 1ns / 1ps
module deco_digito(
    input [1:0] digito,
    output reg d1,d2,d3,d4
    );
	always @ (digito)
		begin
			case(digito)
			2'b 00: {d1,d2,d3,d4} = 4'b 0111;
			2'b 01: {d1,d2,d3,d4} = 4'b 1011;
			2'b 10: {d1,d2,d3,d4} = 4'b 1101;
			2'b 11: {d1,d2,d3,d4} = 4'b 1110;
			endcase
		end
endmodule
`timescale 1ns / 1ps
module deco_hexa(
    input [3:0] bcd,
    output reg a,b,c,d,e,f,g 
    );
	always @ (bcd)
		begin
			case(bcd)
			4'b 0000: {a,b,c,d,e,f,g} = 7'b0000001;
			4'b 0001: {a,b,c,d,e,f,g} = 7'b1001111;
			4'b 0010: {a,b,c,d,e,f,g} = 7'b0010010;
			4'b 0011: {a,b,c,d,e,f,g} = 7'b0000110;
			4'b 0100: {a,b,c,d,e,f,g} = 7'b1001100;
			4'b 0101: {a,b,c,d,e,f,g} = 7'b0100100;
			4'b 0110: {a,b,c,d,e,f,g} = 7'b0100000;
			4'b 0111: {a,b,c,d,e,f,g} = 7'b0001111;
			4'b 1000: {a,b,c,d,e,f,g} = 7'b0000000;
			4'b 1001: {a,b,c,d,e,f,g} = 7'b0000100;
			default {a,b,c,d,e,f,g} = 7'b0000000;
			endcase
		end
endmodule
`timescale 1ns / 1ps
module div_freq_10Hz( 
    input clkFPGA,
    output reg clk10Hz
    );
reg [21:0] cont10;
initial clk10Hz=0;	
always @(posedge clkFPGA)	
	begin
		if(cont10 < 'd25000)
			cont10=cont10+1;
		else
			begin
				clk10Hz=~clk10Hz;
				cont10=0;
			end
	end
endmodule
`timescale 1ns / 1ps
module div_freq_1KHz(
    input clkFPGA,
    output reg clk1KHz
    );
reg [14:0] cont1000;
initial clk1KHz=0;	
always @(posedge clkFPGA)	
	begin
		if(cont1000 < 'd25000)
			cont1000=cont1000+1;
		else
			begin
				clk1KHz=~clk1KHz;
				cont1000=0;
			end
	end
endmodule
`timescale 1ns / 1ps
module mux_4bits(
	input [1:0] count,
	input [3:0] units,tens,hundreds,thousands,	 
	output reg [3:0] bcd
	);
always @(count)
	case(count)
		2'b00: bcd=units;
		2'b01: bcd=tens;
		2'b10: bcd=hundreds;
		2'b11: bcd=thousands;
	endcase
endmodule
`timescale 1ns / 1ps
module mux_freq_o_pulsador(
    input clk10hz,pulsa,selector,
    output reg clk
    );
	 	always @ (selector)
			case(selector)
			1'b 0: clk = clk10hz;
			1'b 1: clk = pulsa;
			endcase
endmodule
`timescale 1ns / 1ps
module principal(
	input clk50MHz,puls_ext,sel1,reset,
   output a,b,c,d,e,f,g,
   output d1,d2,d3,d4
   );
	wire [3:0] U,D,C,M,BCD;
	wire [1:0] sel_display;
	wire reloj10hz,reloj1khz ,clock;
	div_freq_10Hz DIV10(clk50MHz,reloj10hz);
	mux_freq_o_pulsador MUX_FREQ(reloj10hz,puls_ext,sel1,clock);
	contador_BCD_4Dig BCD_4DIGIT(clock,reset,U,D,C,M);
	div_freq_1KHz DIV1K(clk50MHz,reloj1khz);
	contador_2_bits CONT_2B(reloj1khz,sel_display);
	mux_4bits MUX_4B(sel_display,U,D,C,M,BCD);
	deco_hexa MUX_BCD(BCD,a,b,c,d,e,f,g);
	deco_digito MUX_DIGIT(sel_display,d1,d2,d3,d4);
endmodule
File: flow/run.sh
#!/bin/bash
# OpenROAD 26Q1-2900-gdf79404cd8, Yosys 0.63+post, stock flow scripts
make -C /OpenROAD-flow-scripts/flow DESIGN_CONFIG=/design/flow/config.mk WORK_HOME=/design/flow/orfs finish
==> flow_summary.json <==
{
  "status": "complete, no violations",
  "synthArstFlopShare_pct": 0,
  "diodes": 0,
  "final_cells": 425,
  "syn_area_mm2": 0.00268,
  "untimed_endpoints": 29,
  "ys_cells": 294,
  "core_area_mm2": 0.00868,
  "drc": 0,
  "cap_violations": 0,
  "synth_flops": 57,
  "cp-start-kind": "register",
  "antenna_found_initial": 0,
  "skew_ps": 6.40,
  "portBuffers": 14,
  "cts_tree": "done",
  "hold_slack_ps": 465,
  "p_per_area_mw_per_mm2": 252,
  "topCellsByArea": "dfxtp_1 (41%), ha_1 (7.0%), nor2_1 (5.3%), xor2_1 (5.2%), xnor2_1 (3.3%)",
  "via_per_inst": 4.60,
  "cts_hold_buf": 0,
  "die_h_um": 96.5,
  "fin_crit_ps": 1610,
  "vias": 1953,
  "place_ws_ps": 2280,
  "drtIter0Drc": 64,
  "dieWidth_um": 96.5,
  "synth_top_area_share_pct": 41.1,
  "synth_xor_xnor_area_share_pct": 8.50,
  "holdCritStartpoint": "DIV1K.cont1000[14]",
  "numCtsBuffers": 5,
  "fp-row-count": 34,
  "place_congestion": 0.780,
  "grt_pass1_vias": 1631,
  "clockBufferDepth": 2,
  "maxSlewHeadroom_pct": 57.0,
  "path_cells": "o21a_1 -> nor2_1 -> o21ai_1 -> and3_1",
  "clock_latency_ps": 290,
  "dp_hpwl_mm": 3.23,
  "finalSetupViolations": 0,
  "worst_path_max_delay_cell": "and3_1",
  "ys_sh_aoi_pct": 9.49,
  "final_cell_mix": "dfxtp_1 (55), nor2_1 (38), inv_1 (20), nand2_1 (18), xor2_1 (16)",
  "end_kind": "register",
  "min_to": "DIV1K.cont1000[14]",
  "postCtsSetupRepairBufs": 0,
  "ir_drop_uv": 220,
  "yosysChipArea_mm2": 0.00268,
  "pin_count": 15,
  "unclocked_pins": 18,
  "overflow": 0,
  "die-area_mm2": 0.00931,
  "worstSetupPathType": "reg2reg",
  "reg2regPathDepth": 4,
  "fin_util_pct": 35.3,
  "maxSlewViolCount": 0,
  "syn_to_final_growth_pct": 14.3,
  "largest_area_cell": "dfxtp_1",
  "track_usage_pct": 9.94,
  "worstPathMaxFanout": 16,
  "postRouteAntennaNets": 0,
  "worst_slack_ps": 2290,
  "routedWlPerCell_um": 10.4,
  "root_buffer": "clkbuf_8",
  "fp-utilization_pct": 30.9,
  "logic_area_mm2": 0.00142,
  "warnings": 32,
  "nFillCells": 892,
  "wl_mm": 4.41,
  "drive_gt1_share_pct": 8.20,
  "syn_inst": 294,
  "rsz0062_at_grt": "false",
  "yosysUniqueCellTypes": 46,
  "h-tree-depth": 2,
  "whs_path_depth": 2,
  "dpl.cell_count": 417,
  "hold_violations": 0,
  "mux_share_pct": 1.96,
  "cp_data_arrival_time_ps": 1530,
  "post-route-period-util_pct": 41.3,
  "tightest_slew_ps": 643,
  "ys_seq_share_pct": 43.4,
  "syn_avg_cell_area_um2": 9.11,
  "logic_family": "simple AND/OR/NAND/NOR gates",
  "register_area_mm2": 0.00116,
  "mostFrequentLayoutCell": "dfxtp_1",
  "min_path_type": "reg2reg",
  "fin_setup_tns_ps": 0,
  "reg2reg_slack_ps": 2290,
  "leakagePower_nw": 1.15,
  "ctsResizeCount": 0,
  "edf_count": 2,
  "dr.pass1.iters": 4,
  "simple_gate_share_pct": 25.2,
  "path_clk_slew_ps": 70,
  "r2r_start": "DIV1K.cont1000[3]",
  "max_stage_delay_ps": 530,
  "r2r_end": "DIV1K.clk1KHz",
  "synth-main-ff-cell": "dfxtp_1",
  "required_ps": 3820,
  "grt_pass1_wl_mm": 7.25,
  "adder_share_pct": 7.01,
  "yosys_warnings": 8,
  "fmax_ghz": 0.620,
  "grt_max_degree": 17
}
[flip-flops by register name, indices dropped and copies added (netlist names)]
name,count
BCD_4DIGIT.hundreds,4
BCD_4DIGIT.units,4
DIV1K.clk1KHz,1
DIV10.clk10Hz,1
BCD_4DIGIT.thousands,4
DIV1K.cont1000,15
DIV10.cont10,22
BCD_4DIGIT.tens,4
CONT_2B.count,2
[where the power goes]
part	total, mW	internal (mW)	switching, mW
Combinational	0.0308	0.0122	0.0187
Clock	0.313	0.181	0.132
Sequential	0.429	0.425	0.00344
Total	0.773	0.618	0.154
[through the flow]
stage,area (µm²),total power [mW]
after floorplan,2700,0.457
after global placement,2950,0.469
after detailed placement,2950,0.470
after CTS,3060,0.785
after global routing,3060,0.808
final,3060,0.773
[critical path: cells and delay by family, from the launching register on]
family	cells	cell delay (ps)
AND/OR/NAND/NOR	2	570
flip-flops	1	410
AND-OR/OR-AND	2	270
[cell families (layout without fill, tap and decap cells)]
kind of cell | Yosys count | count (layout)
simple gates | 125 | 125
flops | 57 | 57
compound gates | 37 | 37
buf+inv | 28 | 45
xor+xnor | 26 | 26
fa+ha+maj | 15 | 15
mux | 5 | 5
other cells | 1 | 7
[cell type report]
type                    count  share of cell area [%]
multi-input cells         215                    46.5
flip-flops and latches     57                    37.9
repair buffers             15                    4.82
well taps                 108                    4.41
clock buffers               7                    3.51
inverters                  22                    2.70
clock inverters             1                   0.163
[how the worst max path moves through the flow]
stage	from	endpoint	slack (ps)	cells after the start
after CTS	DIV1K.cont1000[3]	DIV1K.clk1KHz	2280	4
after global routing	DIV1K.cont1000[3]	DIV1K.clk1KHz	2150	4
final	DIV1K.cont1000[3]	DIV1K.clk1KHz	2290	4
[synthesized netlist by cell type (2+ instances only)]
cell       n
a21oi_1   11
a222oi_1   4
a31oi_1    5
a41oi_1    3
and2_1     2
and3_1     6
and4_1     3
buf_2      3
clkbuf_1   2
dfxtp_1   55
edfxtp_1   2
ha_1      15
inv_1     20
inv_2      2
mux2_2     2
mux2i_1    3
nand2_1   18
nand3_1   11
nand4_1    8
nand4b_1   3
nor2_1    38
nor2_2     7
nor2b_1    4
nor3_1     9
nor3b_1    6
nor4_1     3
o21ai_1    4
o21bai_1   3
xnor2_1   10
xor2_1    16
[routing by layer]
layer	track usage [%]	vias to the layer above	wire (µm)
met5	0	-	0
met4	1.10	0	30
met3	1.59	2	140
met2	15.5	21	1920
met1	15.2	880	2330
li1	-	1050	-
No activity file was given, so power comes from the tool's default toggle rates.
